<file path="design/flow/run.sh">
#!/bin/bash
# OpenROAD 26Q1-2900-gdf79404cd8, Yosys 0.63+post, stock flow scripts
make -C /OpenROAD-flow-scripts/flow DESIGN_CONFIG=/design/flow/config.mk WORK_HOME=/design/flow/orfs finish
</file>
<file path="design/flow/config.mk">
export PLATFORM = sky130hd
export DESIGN_NAME = MorraCinese
export DESIGN_NICKNAME = MorraCinese
export VERILOG_FILES = /design/flow/design.v
export SDC_FILE = /design/flow/constraint.sdc
export NUM_CORES = 4
export LEC_CHECK = 1
export CORE_AREA = 10 10 70 70
export DIE_AREA = 0 0 80 80
</file>
<file path="design/flow/constraint.sdc">
current_design MorraCinese

set clk_period 1.9
set clk_io_pct 0.2

create_clock -name clk0 -period $clk_period [get_ports {clk}]

set non_clock_inputs [all_inputs -no_clocks]
set_input_delay [expr $clk_period * $clk_io_pct] -clock clk0 $non_clock_inputs
set_output_delay [expr $clk_period * $clk_io_pct] -clock clk0 [all_outputs]
</file>
<file path="design/flow/design.v">
module MorraCinese(
  input reg clk,
  input reg[1:0] Primo,
  input reg[1:0] Secondo,
  input reg Inizia, 
  output reg [1:0] Manche,
  output reg [1:0] Partita
);
  reg [2:0] status = 3'b000;
  reg [2:0] nextstatus = 3'b000;
  reg [4:0] MinManche = 5'b00100;
  reg [4:0] Count = 5'b00000;
  reg [0:0] MinM = 1'b0; 
  reg [0:0] MaxM = 1'b0;
  reg [1:0] VantaggioP = 2'b00;
  reg [1:0] VantaggioS = 2'b00;
  always @(posedge clk) begin: Updatefsm   
    if(Inizia == 1) begin 
      status = 3'b000;
      Partita = 2'b00;
    end else begin
      status = nextstatus;
      Partita = Partita;
    end
  end
  always @(Manche, status, MaxM, MinM, Partita) begin: FSM 
    if (Manche == 2'b00) begin 
      nextstatus = status;
    end else begin 
      if (MinM == 1'b1) begin
        if (nextstatus == 3'b001 && MaxM == 1'b1)begin
          Partita = 2'b11;
        end else if (nextstatus == 3'b010 && MaxM == 1'b1)begin
          Partita = 2'b01;
        end else if (nextstatus == 3'b011 ) begin 
          Partita = 2'b01; 
        end else if (nextstatus == 3'b100 ) begin 
          Partita = 2'b01;
        end else if (nextstatus == 3'b101 && MaxM == 1'b1)begin
          Partita = 2'b10;
        end else if (nextstatus == 3'b110 ) begin 
          Partita = 2'b10; 
        end else if (nextstatus == 3'b111 ) begin 
          Partita = 2'b10;
        end
      end
      case(status)
        3'b000: begin
          if(Manche == 2'b01) begin
              nextstatus = 3'b010;
          end else if (Manche == 2'b10) begin
              nextstatus = 3'b101;
          end else if (Manche == 2'b11) begin
              nextstatus = 3'b001;
          end
        end 
        3'b001: begin
          if(Manche == 2'b01) begin
              nextstatus = 3'b010;
          end else if(Manche == 2'b10) begin
              nextstatus = 3'b101;
          end else if(Manche == 2'b11) begin
              nextstatus = 3'b001;
          end
        end 
        3'b010: begin
          if(Manche == 2'b01) begin
              nextstatus = 3'b011;
          end else if(Manche == 2'b10) begin
              nextstatus = 3'b001;
          end else if(Manche == 2'b11) begin
              nextstatus = 3'b010;
          end
        end
        3'b011: begin
          if(Manche == 2'b01) begin
            nextstatus = 3'b100;
          end else if(Manche == 2'b10) begin
            nextstatus = 3'b010;
          end else if(Manche == 2'b11) begin
            nextstatus = 3'b011;
          end
        end  
        3'b100: begin
          if(Manche == 2'b01) begin
              nextstatus = 3'b100;
          end else if(Manche == 2'b10) begin
              nextstatus = 3'b011;
          end else if(Manche == 2'b11) begin
            nextstatus = 3'b100;
          end
        end
        3'b101: begin
          if(Manche == 2'b01) begin
              nextstatus = 3'b001;
          end else if(Manche == 2'b10) begin
              nextstatus = 3'b110;
          end else if(Manche == 2'b11) begin
              nextstatus = 3'b101;
          end
        end
        3'b110 : begin 
          if(Manche == 2'b01) begin
            nextstatus = 3'b101;
          end else if(Manche == 2'b10) begin
            nextstatus = 3'b111;
          end else if(Manche == 2'b11) begin
            nextstatus = 3'b110;
          end
        end
        3'b111 : begin
          if(Manche == 2'b01) begin
            nextstatus = 3'b110;
          end else if(Manche == 2'b10) begin
              nextstatus = 3'b111;
          end else if(Manche == 2'b11) begin
              nextstatus = 3'b111;
          end
        end
      endcase
    end  
  end  
  always @(Count) begin
    if (Count == MinManche) begin
      MaxM = 1'b1;
    end 
    if (Count == 5'b00100) begin
      MinM = 1'b1;
    end 
  end
  always @(posedge clk) begin: Datapath
    if (Inizia) begin
      Manche = 2'b00;
      MinM = 1'b0;
      MaxM = 1'b0;
      Count = 5'b00000;
      VantaggioP = 2'b00;
      VantaggioS = 2'b00;
      MinManche = 5'b00100 + {Primo,Secondo};
    end else begin 
      if(Primo == VantaggioP || Secondo == VantaggioS || Primo == 2'b00 || Secondo == 2'b00) begin
        Manche = 2'b00;
      end else begin
        Count++;
        if( Primo == 2'b01 && Secondo == 2'b11 )begin
          Manche = 2'b01;
          VantaggioP = 2'b01;
          VantaggioS = 2'b00;
        end else if ( Primo == 2'b11 && Secondo == 2'b01 ) begin
          Manche = 2'b10;
          VantaggioS = 2'b01;
          VantaggioP = 2'b00;
        end else if ( Primo == 2'b11 && Secondo == 2'b10 ) begin
          VantaggioS = 2'b00;
          Manche = 2'b01;
          VantaggioP = 2'b11;
        end else if ( Primo == 2'b10 && Secondo == 2'b11 ) begin
          VantaggioP = 2'b00;
          Manche = 2'b10;
          VantaggioS = 2'b11;
        end else if ( Primo == 2'b10 && Secondo == 2'b01 ) begin
          VantaggioS = 2'b00;
          Manche = 2'b01;
          VantaggioP = 2'b10;
        end else if ( Primo == 2'b01 && Secondo == 2'b10 ) begin
          VantaggioP = 2'b00;
          Manche = 2'b10;
          VantaggioS = 2'b10;
        end else if( Primo == Secondo ) begin
          Manche = 2'b11;
          VantaggioP = 2'b00;
          VantaggioS = 2'b00;
        end
      end
    end
  end
endmodule  
</file>
==> impl_metrics.toml <==
# yosys + openroad results
[status]
status = "finished clean"

[critical_path]
critical_path.startpoint_type = "input pin"
cp-end-kind = "register"
r2r-end = "Manche[0]"
cpLargestDelayFamily = "buffers and inverters"
cp.arrival_ps = 1740
crit_buf_inv = 1
reg2reg_from = "VantaggioP[0]"
cp_cell_sequence = "clkdlybuf4s50_1 -> nand2b_1 -> a21boi_2 -> o22ai_4 -> nor4_2"
max_stage_delay_ps = 540
cpMaxStageDelayCell = "clkdlybuf4s50_1"
rrSetupSlack_ps = 700
critPathMaxFanout = 9
path_class = "input pin to register"
reg2regPathDepth = 4
crit_required_ps = 2050

[timing]
fin_ws_ps = 310
clock_skew_ps = 5.23
rsz0062_at_grt = "no"
final_max_slew_viol_count = 0
holdWs_ps = 511
setup_violations = 0
max_freq_mhz = 629
fin_crit_sh_pct = 83.7
layout_min_cycle_time_ps = 1590
hold_viol_final = 0
setup_tns_ps = 0

[final_layout]
design_area_um2 = 651
area_growth_pct = 25.9
postLayoutCoreUtil_pct = 19.0
drive_gt1_share_pct = 19.1
fin_cells = 114
fill_cells = 380

[synth]
yosysSeqAreaShare_pct = 23.2
ys_types = 30
flop_cell = "dfxtp_1"
yosys_warnings = 7
top_area_share_pct = 23.2
synth_area_um2 = 517
synth-edff-count = 0
yosys_area_um2 = 517
topCellsByArea = "dfxtp_1, nand2b_1, mux2i_1"
yosysTopAreaCell = "dfxtp_1"
yosysCellCount = 59
async_flop_share_pct = 0
numSynthFlops = 6
synthCells = 59
syn_area_per_cell_um2 = 8.76

[clock_tree]
clkTransAtPathRegs_ps = 50
postCtsSetupBuffers = 0
cts_max_level = 1
cts.path.max_buffers = 2
ctsHoldBuffers = 0
cts_sinks = 6
tritoncts = "done"
ctsResizeCount = 0
clk_root_buffer_cell = "clkbuf_4"
cts_buffers = 3
clock_latency_ps = 240

[hold_path]
hp-class = "register to register"
min_path_cells = 2
min_from = "VantaggioS[1]"
holdPathEnd = "VantaggioS[1]"

[placement]
place_hpwl_um = 863
post-place-ws_ps = 54.7
gp_congestion = 0.839
placed_cell_area_um2 = 628
portBuffers = 7
place_inst = 111

[grt]
grt_usage_pct = 3.41
overflow = 0
grt_max_degree = 13
grt_pass1_wl_um = 1780
grt_pass1_vias = 380
grt_antenna_before_repair = 0

[power_and_ir_drop]
leakage_nw = 0.233
power_density_nw_per_um2 = 534
total_power_mw = 0.348
peakVddDrop_mv = 0.125

[route]
first_iter_violations = 46
routed_wl_um = 1100
vias_per_cell = 3.82
ant_nets = 0
avgRoutedWirePerCell_um = 9.68
num_antenna_cells = 0
drc = 0
vias = 436
firstDrtPassIters = 4

[floorplanning]
std_cell_rows = 21
die_w_um = 80
pin_count = 10
design.core.area_um2 = 3420
die_h_um = 80
fp-utilization_pct = 15.1
die_area_um2 = 6400

[flow_run]
log.warning_count = 25
maxCapViolations = 0
[Yosys cell counts (all sizes together) (2+ instances only)]
library cell / instances
nand2: 4
o22ai: 2
xor2: 2
nor2: 2
mux2i: 4
nor2b: 2
nand2b: 10
nand3b: 2
o21ai: 3
a21boi: 3
a21oi: 2
buf: 6
dfxtp: 6
[worst max-delay path by stage]
stage | start | end | slack, ps | cells past startpoint
4_1_cts | Secondo[0] | Manche[0] | 310 | 5
5_1_grt | Secondo[0] | Manche[0] | 220 | 5
6_report | Secondo[0] | Manche[0] | 310 | 5
[per-layer routing]
metal | up-vias | global-route usage, % | part of all wire, % | routed length, um
met4 | 0 | 0.704 | 0.82 | 9
met2 | 6 | 4.33 | 43 | 475
met1 | 205 | 4.88 | 49 | 545
met3 | 2 | 1.82 | 6.7 | 74
li1 | 223 | - | - | -
met5 | - | 0 | 0 | 0
[power by group]
part / switching [mW] / internal, mW
combinational: 0.0417 / 0.0502
sequential: 0.00620 / 0.132
clock: 0.0456 / 0.0714
total: 0.0936 / 0.254
[cell usage in the layout (no fill, tap or decap)]
| cell | count |
|---|---|
| nor2_1 | 2 |
| a211oi_1 | 1 |
| nand2_1 | 4 |
| a21boi_1 | 1 |
| mux2i_1 | 4 |
| a21oi_2 | 1 |
| nor3_1 | 1 |
| buf_4 | 4 |
| o22ai_1 | 1 |
| a21boi_2 | 2 |
| o211a_1 | 1 |
| xor2_1 | 2 |
| nand3_1 | 1 |
| nor4_2 | 1 |
| o21ai_0 | 3 |
| dfxtp_1 | 6 |
| inv_1 | 1 |
| clkdlybuf4s50_1 | 7 |
| nand3b_1 | 2 |
| nor2b_1 | 2 |
| o32a_1 | 1 |
| conb_1 | 2 |
| clkbuf_4 | 3 |
| a21oi_1 | 1 |
| nand2b_1 | 9 |
| o22ai_4 | 1 |
| nand4b_1 | 1 |
| nand2b_4 | 1 |
| a211o_1 | 1 |
| o311ai_0 | 1 |
[logic make-up after synthesis]
group	Yosys count	share of synthesized area, %
compound gates	15	25.2
xor+xnor	2	3.39
buf+inv	7	10.4
flops	6	23.2
mux	4	7.75
other cells	1	0.726
simple gates	24	29.3
[state kept, by name, indices dropped and copies added, names as in the netlist]
register and count:
Manche 2, VantaggioP 2, VantaggioS 2
[final cells by class]
type                    count  area [um^2]  share of cell area (%)
inverters                   1         3.75                   0.577
flip-flops and latches      6          120                    18.5
multi-input cells          47          347                    53.3
well taps                  46         57.6                    8.85
clock buffers               3         22.5                    3.46
repair buffers             11          100                    15.4
[tightest hold or removal path: cells and delay by family (launching register included)]
kind / cells / cell delay (ps)
AND/OR/NAND/NOR: 1 / 70
flip-flops: 1 / 320
multiplexers: 1 / 60
